==> ./design.v <==
`timescale 1ns / 1ps
module ALU(input clk, input [31:0] in1, input [31:0] in2_old, input [9:0] shamt, input [3:0] control, output reg[2:0] flag, output reg[31:0] out);
wire [31:0] diff,add, comp, band, bxor, sll, srl, sra, in2;
wire carry;
assign in2 = ((control[3] == 1) ? $signed(shamt) : in2_old);
assign band = in1 & in2;
assign bxor = in1 ^ in2;
assign sll = in1 << in2;
assign srl = in1 >> in2;
assign sra = $signed(in1) >>> in2;
assign comp = ((~in2) + 32'd1);
adder_32bit adder(.in1(in1), .in2(in2), .c_in(1'b0), .sum(add), .c_out(carry));
diff dif(.in(bxor), .out(diff));
always @(*)
	begin 
		flag[1] <= 1'b0;
		if (in1 == 32'b0)
			flag[1] <= 1'b1;
		flag[2] <= 0;
		if (in1[31] == 1'b1)
			flag[2] <= 1;
		case(control[2:0])
		   3'b000 : out <= diff;
			3'b001 : out <= add;
			3'b010 : out <= comp;
			3'b011 : out <= band;
			3'b100 : out <= bxor;
			3'b101 : out <= srl;
			3'b110 : out <= sll;
			3'b111 : out <= sra;
		endcase
	end
always @(posedge clk)
	begin
		flag[0] = carry;
	end
endmodule
`timescale 1ns / 1ps
module adder_16bit(input[15:0] in1, input[15:0] in2, input c_in, output[15:0] sum, output P$$, output G$$);
wire[3:0] C, P, G;
wire p0c0, p1p0c0, p1g0, p2p1p0c0, p2p1g0, p2g1, p3p2p1g0, p3p2g1, p3g2;
assign C[0] = c_in;
adder_4bit CLA1(.in1(in1[3:0]), .in2(in2[3:0]), .c_in(C[0]), .out(sum[3:0]), .P$(P[0]), .G$(G[0]));
adder_4bit CLA2(.in1(in1[7:4]), .in2(in2[7:4]), .c_in(C[1]), .out(sum[7:4]), .P$(P[1]), .G$(G[1]));
adder_4bit CLA3(.in1(in1[11:8]), .in2(in2[11:8]), .c_in(C[2]), .out(sum[11:8]), .P$(P[2]), .G$(G[2]));
adder_4bit CLA4(.in1(in1[15:12]), .in2(in2[15:12]), .c_in(C[3]), .out(sum[15:12]), .P$(P[3]), .G$(G[3]));
and g1(p0c0, P[0], C[0]);
or g2(C[1], p0c0, G[0]);
and g3(p1p0c0, P[1], P[0], C[0]);
and g4(p1g0, P[1], G[0]);
or g5(C[2], p1p0c0, p1g0, G[1]);
and g6(p2p1p0c0, P[2], P[1], P[0], C[0]);
and g7(p2p1g0, P[2], P[1], G[0]);
and g8(p2g1, P[2], G[1]);
or g9(C[3], p2p1p0c0, p2p1g0, p2g1, G[2]);
and g11(p3p2p1g0, P[3], P[2], P[1], G[0]);
and g12(p3p2g1, P[3], P[2], G[1]);
and g13(p3g2, P[3], G[2]);
and g15(P$$, P[3], P[2], P[1], P[0]);
or g16(G$$, p3p2p1g0, p3p2g1, p3g2, G[3]);
endmodule
`timescale 1ns / 1ps
module adder_1bit(input in1, input in2, input cin, output out, output P, output G);
	xor g1(P,in1,in2);
	and g2(G,in1,in2);
	xor g3(out,P,cin);
endmodule
`timescale 1ns / 1ps
module adder_32bit(input [31:0] in1, input [31:0] in2, input c_in, output [31:0] sum, output c_out);
wire[1:0] P, G;
wire[2:0] C;
wire p0c0, p1p0c0, p1g0;
assign C[0] = c_in;
adder_16bit CLA1(.in1(in1[15:0]), .in2(in2[15:0]), .c_in(C[0]), .sum(sum[15:0]), .P$$(P[0]), .G$$(G[0]));
adder_16bit CLA2(.in1(in1[31:16]), .in2(in2[31:16]), .c_in(C[1]), .sum(sum[31:16]), .P$$(P[1]), .G$$(G[1]));
and g1(p0c0, P[0], C[0]);
or g2(C[1], p0c0, G[0]);
and g3(p1p0c0, P[1], P[0], C[0]);
and g4(p1g0, P[1], G[0]);
or g5(C[2], p1p0c0, p1g0, G[1]);
assign c_out = C[2];
endmodule
`timescale 1ns / 1ps
module adder_4bit(input[3:0] in1, input[3:0] in2, input c_in, output[3:0] out, output P$, output G$);
wire[3:0] G;
wire[3:0] P;
wire[3:0] C;
wire p0c0, p1p0c0, p1g0, p2p1p0c0, p2p1g0, p2g1, p3p2p1g0, p3p2g1, p3g2;
assign C[0] = c_in;
adder_1bit a1(.in1(in1[0]), .in2(in2[0]), .cin(C[0]), .out(out[0]), .P(P[0]), .G(G[0]));
and g1(p0c0, P[0], C[0]);
or g2(C[1], p0c0, G[0]);
adder_1bit a2(.in1(in1[1]), .in2(in2[1]), .cin(C[1]), .out(out[1]), .P(P[1]), .G(G[1]));
and g3(p1p0c0, P[1], P[0], C[0]);
and g4(p1g0, P[1], G[0]);
or g5(C[2], p1p0c0, p1g0, G[1]);
adder_1bit a3(.in1(in1[2]), .in2(in2[2]), .cin(C[2]), .out(out[2]), .P(P[2]), .G(G[2]));
and g6(p2p1p0c0, P[2], P[1], P[0], C[0]);
and g7(p2p1g0, P[2], P[1], G[0]);
and g8(p2g1, P[2], G[1]);
or g9(C[3], p2p1p0c0, p2p1g0, p2g1, G[2]);
adder_1bit a4(.in1(in1[3]), .in2(in2[3]), .cin(C[3]), .out(out[3]), .P(P[3]), .G(G[3]));
and g10(p3p2p1g0, P[3], P[2], P[1], G[0]);
and g11(p3p2g1, P[3], P[2], G[1]);
and g12(p3g2, P[3], G[2]);
and g13(P$, P[3], P[2], P[1], P[0]);
or g14(G$, p3p2p1g0, p3p2g1, p3g2, G[3]);
endmodule
`timescale 1ns / 1ps
module diff(input [31:0] in, output reg [31:0] out);
integer N;
always @(in)
	begin 
		out = 32'b11111111111111111111111111111111;
		for(N=31;N>=0;N=N-1)
			if(in[N])
				begin
					out = N;
				end
	end
endmodule
==> ./run.sh <==
#!/bin/bash
# OpenROAD 26Q1-2900-gdf79404cd8, Yosys 0.63+post, stock flow scripts
make -C /OpenROAD-flow-scripts/flow DESIGN_CONFIG=/design/flow/config.mk WORK_HOME=/design/flow/orfs finish
==> ./config.mk <==
export PLATFORM = sky130hd
export DESIGN_NAME = ALU
export DESIGN_NICKNAME = ALU
export VERILOG_FILES = /design/flow/design.v
export SDC_FILE = /design/flow/constraint.sdc
export NUM_CORES = 4
export LEC_CHECK = 1
export CORE_UTILIZATION = 30
==> ./constraint.sdc <==
current_design ALU

set clk_period 17.9
set clk_io_pct 0.2

create_clock -name clk0 -period $clk_period [get_ports {clk}]

set non_clock_inputs [all_inputs -no_clocks]
set_input_delay [expr $clk_period * $clk_io_pct] -clock clk0 $non_clock_inputs
set_output_delay [expr $clk_period * $clk_io_pct] -clock clk0 [all_outputs]
==> results.txt <==
run metrics: area leader, netlist=sky130_fd_sc_hd__mux4_2, Cell Pwr Density=between 30 and 40 nW/µm², Synth Register Bits=1, register cell area after layout=between 20 and 25 µm², max FFs per register=1, detailed placement HPWL=between 30 and 40 mm, Setup violations, final=0, RSZ-0062 raised after global routing=no, number of gates resized after cts=0, fraction of registers with async set or reset after synthesis=0%, number of hold buffers added after CTS=0, class of the tightest hold or removal check=flip-flop to output pin, leading register cell type out of synthesis=sky130_fd_sc_hd__dfxtp_1, cell total in the yosys stat output=1231, outcome=finished, final reports clean, final weighted congestion in routability-driven placement=1.11, critical path data required time=between 10000 and 15000 ps, count of buffers added by post-CTS timing repair for setup=0, yosys warning tally=2, slew at the pin with the worst max-slew slack=roughly 1100 ps, Cells after Synth=around 1200, kind of launch point of the worst setup path=input pin, aggregate negative setup slack=0 ps, worst vdd rail ir drop=25.7 µV, Cell Chain, Critical Path=buf_2, buf_4, mux2i_4, buf_4, inv_2, buf_4, ha_1, a21oi_1, o22a_1, o221ai_1, o21a_1, or2_2, inv_1, fa_1, xnor2_1, a22oi_1, nor2_1, a2111oi_0, o211ai_1, clkdlybuf4s50_1, count of warning messages emitted by the tools=28, highest net fanout along the worst path=between 50 and 60, critical path startpoint=control[3], number of violations reported at the end of detailed-routing iteration 0=1372, hold violation total from the final report=0, Max transition margin=between 20% and 30%, post-route insts no fill=approximately 1600, number of antenna violations at the first check in global routing=1, placed cell count=about 1600, Cell Type Count=between 80 and 90, most frequent cells after synthesis=139 x sky130_fd_sc_hd__nor2_1, 115 x sky130_fd_sc_hd__nand2_1, 91 x sky130_fd_sc_hd__a21oi_1, height of the chip=171 µm, routed length per instance=~29 µm, worst setup timing slack at the placement stage=around 4900 ps, endpoint kind of the worst setup timing path=output pin, total gr overflow=0, number of diodes=0, signed area change from the synthesized netlist to the final layout=14.6%, launch instance of the worst min-delay path=flag[0], number of synthesized flops with an enable pin=0, number of placement rows=61, post-route setup slack=approximately 4800 ps, global-route usage over all layers=roughly a third, Post-Route Utilization=about a third, slowest CP cell=sky130_fd_sc_hd__a2111oi_0, count of maximum capacitance violations=0, most common cell type on the critical path=sky130_fd_sc_hd__buf_4, Crit Path Category=input pin to output pin, clock transition at the register clock pins on the worst setup and hold paths after CTS=0 ps, Fill cells=around 3000, wire length of the first global-routing pass=about 68 mm, largest net degree at the start of global routing=59, I/O pins=between 100 and 150, post-synthesis instance area=~8600 µm², remaining antenna violation count=0, number of slew-limit violations in the final report=0, CP peak stage delay=approximately 800 ps, Die Width=between 150 and 200 µm, floorplan die area=29300 µm², Yosys chip area=roughly 8600 µm², highest clock rate=about 76 MHz, total DRC errors in the routed layout=0, placeable core area=between 20000 and 30000 µm², 1st-pass router iterations=5, registers with the most flip-flops=flag x1, top area contributor share=between 10% and 20%, syn_area_per_cell=approximately 7.0 µm², worst endpoint data arrival time=around 9500 ps, static power due to leakage=around 3.5 nW, cell with the most instances after synthesis=sky130_fd_sc_hd__nor2_1, Post-synth seq share=less than 1%, vias after detailed routing=10835, ratio of routed vias to standard cells=between 6 and 7, portion of the clock cycle consumed by the worst path in the final layout=73.3%, aggregate routed wire length=~47 mm, Biggest register=flag, hold path cells=1, ratio of cells with drive above 1 in the final layout=between 10% and 20%, Gate Area=7840 µm², number of global-route vias before repair=10171, Final min period=13110 ps, Initial Util=a little under a third, cell types with the largest area share after synthesis=sky130_fd_sc_hd__mux4_2 11%, sky130_fd_sc_hd__mux2i_1 9.1%, sky130_fd_sc_hd__nor2_1 6.1%, PortBufs=around 110
## cell families (layout without fill, tap and decap cells)
group,Yosys count,after routing,share of synthesized area (%)
compound gates,414,414,32.3
flops,1,1,0.233
mux,133,133,22.3
xor+xnor,32,32,3.27
fa+ha+maj,41,41,6.68
simple gates,457,457,26.6
buf+inv,153,178,8.59
## worst max-delay path: cells and delay by family
kind            cells  cell delay (ps)
compound gates      7             2250
xor+xnor            1              140
fa+ha+maj           2              890
buf+inv             7             2020
mux                 1              330
simple gates        2              260
## stage by stage
stage                     power, mW  hold slack (ps)  cell area [µm²]
after floorplan               0.202             3840             8580
after global placement        0.326             4250             9830
after detailed placement      0.324             4250             9830
after CTS                     0.326             4250             9830
after global routing          0.355             4270             9830
final                         0.336             4260             9830
## final cells by class
type	instances	area share, %
Timing Repair Buffer	146	14.0
Tap cell	378	4.81
Sequential cell	1	0.204
Multi-Input combinational cell	1077	79.8
Inverter	32	1.25
## layer usage
metal	up-vias	global-route usage (%)	routed length [µm]
li1	4771	-	-
met1	5187	44.4	19300
met2	746	47.1	19600
met3	129	8.57	4950
met4	2	16.1	2730
met5	-	0	9
## path summary, 6_finish.rpt
path,to
setup / recovery,out[17]
hold / removal,flag[0]
## layout by cell type, fill, tap and decap left out, types with 32 or more instances in the layout
master / n
sky130_fd_sc_hd__nor2_1: 139
sky130_fd_sc_hd__o21ai_0: 77
sky130_fd_sc_hd__buf_4: 33
sky130_fd_sc_hd__ha_1: 33
sky130_fd_sc_hd__clkdlybuf4s50_1: 112
sky130_fd_sc_hd__mux2i_1: 77
sky130_fd_sc_hd__mux4_2: 42
sky130_fd_sc_hd__nor3_1: 32
sky130_fd_sc_hd__a21oi_1: 91
sky130_fd_sc_hd__nand2_1: 115
## power breakdown
group	internal [mW]	leakage, nW	switching (mW)
registers	0.00250	0.00831	0.0000410
logic	0.132	3.50	0.201
clock network	0	0	0
total	0.135	3.51	0.201
Power is estimated from default activity; no workload was simulated.
