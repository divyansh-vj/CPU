==> flow/design.v <==
`timescale 1ns / 1ps
module PC_combinational_unit(input B1, input B2, input B3, input C, input L, input E, output [1:0] sel);
wire S1$, S2$, B1$, B2$, B3$, C$, E$, L$, B1$B2$B3$, B1$B2$B3, B1B2$B3C, B1B2B3$C$, B1$B2B3$E$L, B1$B2B3EL$, B1B2$B3$E$;
not g13(B1$, B1);
not g14(B2$, B2);
not g15(B3$, B3);
not g16(C$, C);
not g17(E$, E);
not g18(L$, L);
and g1(B1$B2$B3$, B1$, B2$, B3$);
and g2(B1$B2$B3, B1$, B2$, B3);
and g3(B1B2$B3C, B1, B2$, B3, C);
and g4(B1B2B3$C$, B1, B2, B3$, C$);
or g5(S1$, B1$B2$B3$, B1$B2$B3, B1B2$B3C, B1B2B3$C$);
not g6(sel[1], S1$);
and g7(B1$B2$B3, B1$, B2$, B3);
and g8(B1$B2B3$E$L, B1$, B2, B3$, E$, L);
and g9(B1$B2B3EL$, B1$, B2, B3, E, L$);
and g10(B1B2$B3$E$, B1, B2$, B3$, E$);
or g11(S2$, B1$B2$B3, B1$B2B3$E$L, B1$B2B3EL$, B1B2$B3$E$);
not g12(sel[0], S2$);
endmodule
`timescale 1ns / 1ps
module PC_unit(input B1, input B2, input B3, input C, input L, input E, input [31:0] rs, input [25:0] abs_add, input [20:0] PC_rel_add, input clk, input rst, output reg [31:0] ret_add, output [31:0] PC_out, output reg enable, input instr_enable, input [31:0] count, output reg select, output reg [1:0] switch);
	reg [31:0] PC; 
	wire [1:0] sel;
	wire [31:0] final_PC_rel_add, inc_PC, ext_PC_rel_add, final_abs_add;
	reg counter, change;
	reg [31:0] dis_counter;
	always @(negedge clk) 
		begin
			if(rst)
				begin
					enable = 1'b0;
					counter = 1'b1;
					switch = 2'd2;
					select = 0;
					change = 1;
				end
			else
				begin
					if(counter == 1)
						begin
							PC = 32'd0;
							enable = 1'b1;
							counter = 1'b0;
						end
					else
						begin
							if(instr_enable == 1'b0)
								begin
									if(switch == 2)
											begin
												PC = 32'd1;
												select = 1;
												switch = switch -1;
											end
									else if(switch == 1)
										begin
											dis_counter = count;
											PC = inc_PC;
											switch = switch -1;
										end
									else if(switch == 0)
										begin
											if(dis_counter!=1)
												begin
													PC = inc_PC;
													dis_counter = dis_counter-1;
												end
											else
												begin
													PC = inc_PC;
													switch = 2;
												end
										end			
								end
							else
								begin
									enable = 1'b1;
									case(sel)
										2'b00: PC = rs;
										2'b01: PC = final_abs_add;
										2'b10: PC = final_PC_rel_add;
										2'b11: PC = inc_PC;
										default: PC = inc_PC;
									endcase
								end
						end
				end
		end
		always @(posedge clk)
			begin
				ret_add = inc_PC;
			end
	assign final_abs_add = {inc_PC[31:26], abs_add};
	assign ext_PC_rel_add = $signed(PC_rel_add);
	adder_32bit pc_increment(.in1(PC), .in2(32'd1), .c_in(1'b0), .sum(inc_PC), .c_out());
	adder_32bit pc_relative_addressing(.in1(inc_PC), .in2(ext_PC_rel_add), .c_in(1'b0), .sum(final_PC_rel_add), .c_out());
	PC_combinational_unit pc_comb(.B1(B1), .B2(B2), .B3(B3), .C(C), .L(L), .E(E), .sel(sel));
	assign PC_out = PC;
endmodule
`timescale 1ns / 1ps
module adder_16bit(input[15:0] in1, input[15:0] in2, input c_in, output[15:0] sum, output P$$, output G$$);
wire[3:0] C, P, G;
wire p0c0, p1p0c0, p1g0, p2p1p0c0, p2p1g0, p2g1, p3p2p1g0, p3p2g1, p3g2;
assign C[0] = c_in;
adder_4bit CLA1(.in1(in1[3:0]), .in2(in2[3:0]), .c_in(C[0]), .out(sum[3:0]), .P$(P[0]), .G$(G[0]));
adder_4bit CLA2(.in1(in1[7:4]), .in2(in2[7:4]), .c_in(C[1]), .out(sum[7:4]), .P$(P[1]), .G$(G[1]));
adder_4bit CLA3(.in1(in1[11:8]), .in2(in2[11:8]), .c_in(C[2]), .out(sum[11:8]), .P$(P[2]), .G$(G[2]));
adder_4bit CLA4(.in1(in1[15:12]), .in2(in2[15:12]), .c_in(C[3]), .out(sum[15:12]), .P$(P[3]), .G$(G[3]));
and g1(p0c0, P[0], C[0]);
or g2(C[1], p0c0, G[0]);
and g3(p1p0c0, P[1], P[0], C[0]);
and g4(p1g0, P[1], G[0]);
or g5(C[2], p1p0c0, p1g0, G[1]);
and g6(p2p1p0c0, P[2], P[1], P[0], C[0]);
and g7(p2p1g0, P[2], P[1], G[0]);
and g8(p2g1, P[2], G[1]);
or g9(C[3], p2p1p0c0, p2p1g0, p2g1, G[2]);
and g11(p3p2p1g0, P[3], P[2], P[1], G[0]);
and g12(p3p2g1, P[3], P[2], G[1]);
and g13(p3g2, P[3], G[2]);
and g15(P$$, P[3], P[2], P[1], P[0]);
or g16(G$$, p3p2p1g0, p3p2g1, p3g2, G[3]);
endmodule
`timescale 1ns / 1ps
module adder_1bit(input in1, input in2, input cin, output out, output P, output G);
	xor g1(P,in1,in2);
	and g2(G,in1,in2);
	xor g3(out,P,cin);
endmodule
`timescale 1ns / 1ps
module adder_32bit(input [31:0] in1, input [31:0] in2, input c_in, output [31:0] sum, output c_out);
wire[1:0] P, G;
wire[2:0] C;
wire p0c0, p1p0c0, p1g0;
assign C[0] = c_in;
adder_16bit CLA1(.in1(in1[15:0]), .in2(in2[15:0]), .c_in(C[0]), .sum(sum[15:0]), .P$$(P[0]), .G$$(G[0]));
adder_16bit CLA2(.in1(in1[31:16]), .in2(in2[31:16]), .c_in(C[1]), .sum(sum[31:16]), .P$$(P[1]), .G$$(G[1]));
and g1(p0c0, P[0], C[0]);
or g2(C[1], p0c0, G[0]);
and g3(p1p0c0, P[1], P[0], C[0]);
and g4(p1g0, P[1], G[0]);
or g5(C[2], p1p0c0, p1g0, G[1]);
assign c_out = C[2];
endmodule
`timescale 1ns / 1ps
module adder_4bit(input[3:0] in1, input[3:0] in2, input c_in, output[3:0] out, output P$, output G$);
wire[3:0] G;
wire[3:0] P;
wire[3:0] C;
wire p0c0, p1p0c0, p1g0, p2p1p0c0, p2p1g0, p2g1, p3p2p1g0, p3p2g1, p3g2;
assign C[0] = c_in;
adder_1bit a1(.in1(in1[0]), .in2(in2[0]), .cin(C[0]), .out(out[0]), .P(P[0]), .G(G[0]));
and g1(p0c0, P[0], C[0]);
or g2(C[1], p0c0, G[0]);
adder_1bit a2(.in1(in1[1]), .in2(in2[1]), .cin(C[1]), .out(out[1]), .P(P[1]), .G(G[1]));
and g3(p1p0c0, P[1], P[0], C[0]);
and g4(p1g0, P[1], G[0]);
or g5(C[2], p1p0c0, p1g0, G[1]);
adder_1bit a3(.in1(in1[2]), .in2(in2[2]), .cin(C[2]), .out(out[2]), .P(P[2]), .G(G[2]));
and g6(p2p1p0c0, P[2], P[1], P[0], C[0]);
and g7(p2p1g0, P[2], P[1], G[0]);
and g8(p2g1, P[2], G[1]);
or g9(C[3], p2p1p0c0, p2p1g0, p2g1, G[2]);
adder_1bit a4(.in1(in1[3]), .in2(in2[3]), .cin(C[3]), .out(out[3]), .P(P[3]), .G(G[3]));
and g10(p3p2p1g0, P[3], P[2], P[1], G[0]);
and g11(p3p2g1, P[3], P[2], G[1]);
and g12(p3g2, P[3], G[2]);
and g13(P$, P[3], P[2], P[1], P[0]);
or g14(G$, p3p2p1g0, p3p2g1, p3g2, G[3]);
endmodule
==> flow/run.sh <==
#!/bin/bash
# OpenROAD 26Q1-2900-gdf79404cd8, Yosys 0.63+post, stock flow scripts
make -C /OpenROAD-flow-scripts/flow DESIGN_CONFIG=/design/flow/config.mk WORK_HOME=/design/flow/orfs finish
==> flow/config.mk <==
export PLATFORM = sky130hd
export DESIGN_NAME = PC_unit
export DESIGN_NICKNAME = PC_unit
export VERILOG_FILES = /design/flow/design.v
export SDC_FILE = /design/flow/constraint.sdc
export NUM_CORES = 4
export LEC_CHECK = 1
export CORE_UTILIZATION = 30
==> flow/constraint.sdc <==
current_design PC_unit

set clk_period 16.3
set clk_io_pct 0.2

create_clock -name clk0 -period $clk_period [get_ports {clk}]

set non_clock_inputs [all_inputs -no_clocks]
set_input_delay [expr $clk_period * $clk_io_pct] -clock clk0 $non_clock_inputs
set_output_delay [expr $clk_period * $clk_io_pct] -clock clk0 [all_outputs]
==> reports/metrics.yaml <==
status:
  status: "finished, final reports clean"
setup_path:
  crit_chain: "clkdlybuf4s50_1, ha_1, and4_1, or3b_1, a21oi_1, nor2_1, nor2_1, nor2_1, fa_1, xor2_1, o211ai_1, o21ai_0, o21ai_0"
  required_ps: 8400
  cp-end-kind: "flip-flop"
  path_class: "in -> reg"
  cp_slowest_stage_delay_ps: 740
  crit_path_top_delay_cell: "clkdlybuf4s50_1"
  worstPathArrival_ps: 6520
  cp_common_cell: "nor2_1"
  cp_max_fo: 16
  crit_family: "adder cells"
  worst-path-buf-inv: 1
  start_kind: "primary input"
grt:
  gr-total-overflow: 0
  groute.layer.met3.usage: 0.0580
  first_global_vias: 6184
  grt_max_degree: 63
  antenna_found_initial: 4
  gr-usage-met2: 0.276
  grt_util_all_layers: 0.176
  grt_pass1_wl_um: 32600
  grt.busiest_layer: "met2"
  gr-usage-met1: 0.248
yosys:
  synth-edff-count: 64
  ys_seq_share: 0.366
  top_area_frac: 0.265
  yosys_warnings: 2
  ys_types: 87
  syn_area_per_cell_sq_um: 9.34
  ys.flops: 101
  synthesis.area_sq_mm: 0.00727
  ys_cells: 778
  flop_cell: "edfxtp_1"
  ys_async_sr_fraction: 0
  syn_inst: 778
  yosysTopAreaCell: "edfxtp_1"
  synthTopCellsByArea: "edfxtp_1 (26%), dfxtp_1 (10%), ha_1 (7.6%)"
  yosys_area_sq_mm: 0.00727
sta:
  tns_ps: 0
  finalHoldViolCount: 0
  finalSetupViolCount: 0
  tightest_slew_ps: 782
  rsz0062_at_grt: "false"
  final_max_slew_viol_count: 0
  slew_headroom: 0.477
  fin_worst_skew_ps: 67.3
floorplan:
  pin_count: 188
  core_region_area_sq_mm: 0.0236
  die-height_um: 158
  dieArea_sq_mm: 0.0248
  initCoreUtil: 0.308
  rows: 56
  die_x_um: 158
routing:
  drcViolationCount: 0
  wire_per_inst_um: 16.1
  ant_nets: 0
  drt_first_pass_iters: 6
  routed_via_density: 4.89
  drt_iter0_markers: 293
  vias: 6446
  drt_wl_total_um: 21200
cells_and_area:
  final_core_util: 0.417
  drive_above_1_share: 0.0772
  fillers: 2315
  area_growth_syn_to_layout_pct: 35.6
cts:
  clk_pin_slew_ps: 40
  cts_setup_buffers: 0
  cts-hold-fix-buffers: 0
  clock_tree.buffer_depth: 2
  numCtsBuffers: 9
  cts.repair.resized: 0
  root_buffer: "clkbuf_16"
  htreeDepth: 3
  clock.latency.late_pin_ps: 420
  cts.sink_count: 101
  cts_tree: "done"
placement:
  place_congestion: 0.882
  hpwlAfterDp_um: 15500
  port_buffers: 187
pwr:
  seq_power_share: 0.383
  power_density_mw_per_mm2: 80.8
  sw_frac_of_total: 0.323
  vdd_drop_max_uv: 46.1
  p_sw_uw: 257
  internal_power_uw: 539
  p_clk_frac: 0.355
  combPwrFrac: 0.262
  p_leak_uw: 0.00390
job:
  drv_cap: 0
  tool_warnings: 98
worst_hold_path:
  hp-class: "reg -> reg"
[cells in the mapped netlist, types with 11 or more instances]
library cell	number
a21o_1	11
a21oi_1	45
buf_4	32
clkbuf_1	22
dfxtp_1	37
edfxtp_1	64
ha_1	44
inv_1	29
nand2_1	93
nand3_1	23
nand4_1	11
nor2_1	59
nor3_1	19
o21ai_0	49
xnor2_1	38
xor2_1	26
[logic make-up after synthesis]
logic type / synth area share
and+or+nand+nor: 0.186
AOI/OAI and AO/OA: 0.177
DFF: 0.366
buffers and inverters: 0.0654
xor gates and xnor gates: 0.0794
adders and majority gates: 0.0978
muxes: 0.0272
[registers in the layout, indices dropped and copies added, names as in the netlist]
| register | flops |
|---|---|
| PC | 32 |
| counter | 1 |
| dis_counter | 32 |
| enable | 1 |
| ret_add | 32 |
| select | 1 |
| switch | 2 |
[power by group through the flow]
stage	logic (uW)	clock network [uW]	registers [uW]
final	209	283	305
after global routing	233	312	307
after CTS	210	293	305
[cell type report]
class	count	area, sq um	area share
clock buffers	11	254	0.0258
repair buffers	199	1960	0.199
inverters	28	105	0.0107
flip-flops and latches	101	2660	0.270
clock inverters	74	298	0.0302
multi-input cells	585	4170	0.423
well taps	319	399	0.0405
diodes	1	2.50	0.000254
[final timing paths]
| kind | start | end | slack [ps] | cells past startpoint |
|---|---|---|---|---|
| worst max-delay path | PC_rel_add[20] | PC[29]$_SDFFCE_NP0P_ | 1870 | 13 |
| worst min-delay path | select$_SDFFE_NP0P_ | select$_SDFFE_NP0P_ | 470 | 2 |
| worst max register to register | PC[0]$_SDFFCE_NP0P_ | ret_add[17]$_DFF_P_ | 5760 | 10 |
| worst min register to register | select$_SDFFE_NP0P_ | select$_SDFFE_NP0P_ | 470 | 2 |
[stage by stage]
step	std cells	total power [uW]	hold slack [ps]	worst slack (ps)	cell area, sq um
6_report	1318	796	466	1870	9850
3_5_place_dp	1233	543	460	1420	9300
3_3_place_gp	1233	543	452	1450	9300
4_1_cts	1317	808	475	1880	9850
2_1_floorplan	778	453	413	1590	7270
5_1_grt	1317	851	505	1590	9850
[worst register-to-register path, cell delays in order, from the launching register on]
cell and delay, ps:
edfxtp_1 450, nand4_2 220, inv_1 80, and3_1 240, and3_1 220, and2_1 180, nor2b_1 130, and3_1 180
ha_1 200, xnor2_1 230, inv_1 100
[routing by layer]
| layer | part of all wire | vias up | wire, um |
|---|---|---|---|
| met2 | 0.44 | 222 | 9330 |
| met1 | 0.45 | 2941 | 9480 |
| met4 | 0.014 | 6 | 294 |
| li1 | - | 3251 | - |
| met3 | 0.096 | 26 | 2040 |
| met5 | 0.0016 | - | 34 |
[placed cells by master, fill, tap and decap left out, types with 5 or more instances in the layout]
cell type | Yosys | routed
nand2_1 | 93 | 93
o21ai_0 | 49 | 49
xnor2_1 | 38 | 38
a31oi_1 | 5 | 5
nor3_1 | 19 | 17
fa_1 | 8 | 8
mux4_2 | 5 | 5
and3_1 | 5 | 5
clkbuf_16 | 0 | 10
a21oi_1 | 45 | 44
buf_4 | 32 | 12
o21ai_1 | 9 | 8
dfxtp_1 | 37 | 37
a21o_1 | 11 | 11
o211ai_1 | 9 | 9
nor3_2 | 4 | 6
clkdlybuf4s50_1 | 0 | 187
inv_1 | 29 | 97
or3_1 | 5 | 5
a211oi_1 | 10 | 10
ha_1 | 44 | 44
nand3_1 | 23 | 23
edfxtp_1 | 64 | 64
nand4_1 | 11 | 11
xor2_1 | 26 | 26
nor2_1 | 59 | 59
Power is estimated from default activity; no workload was simulated.
