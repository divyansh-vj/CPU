==> ./design.v <==
`timescale 1ns / 1ps
module reg_file(input clk, input rst, input [4:0] rs_add, input [4:0] rt_add, input [1:0] w_dest, input [31:0] reg_write_data, output [31:0] rs_data, output [31:0] rt_data);
	reg [31:0] reg_file[31:0];
	always @(posedge clk) 
		begin
			if (rst)
				begin
					reg_file[0] <= 32'd0;
					reg_file[1] <= 32'd0;
					reg_file[2] <= 32'd0;
					reg_file[3] <= 32'd0;
					reg_file[4] <= 32'd0;
					reg_file[5] <= 32'd0;
					reg_file[6] <= 32'd0;
					reg_file[7] <= 32'd0;
					reg_file[8] <= 32'd0;
					reg_file[9] <= 32'd0;
					reg_file[10] <= 32'd0;
					reg_file[11] <= 32'd0;
					reg_file[12] <= 32'd0;
					reg_file[13] <= 32'd0;
					reg_file[14] <= 32'd0;
					reg_file[15] <= 32'd0;
					reg_file[16] <= 32'd0;
					reg_file[17] <= 32'd0;
					reg_file[18] <= 32'd0;
					reg_file[19] <= 32'd0;
					reg_file[20] <= 32'd0;
					reg_file[21] <= 32'd0;
					reg_file[22] <= 32'd0;
					reg_file[23] <= 32'd0;
					reg_file[24] <= 32'd0;
					reg_file[25] <= 32'd0;
					reg_file[26] <= 32'd0;
					reg_file[27] <= 32'd0;
					reg_file[28] <= 32'd0;
					reg_file[29] <= 32'd0;
					reg_file[30] <= 32'd0;
					reg_file[31] <= 32'd0;
				end
			else
				begin
					case (w_dest)
					2'b00 : ;
					2'b01 : reg_file[rs_add] <= reg_write_data;
					2'b10 : reg_file[rt_add] <= reg_write_data;
					2'b11 : reg_file[5'd31] <= reg_write_data;
					default : ;
					endcase
				end
		end
		assign rs_data = reg_file[rs_add];
		assign rt_data = reg_file[rt_add];
endmodule
==> ./run.sh <==
#!/bin/bash
# OpenROAD 26Q1-2900-gdf79404cd8, Yosys 0.63+post, stock flow scripts
make -C /OpenROAD-flow-scripts/flow DESIGN_CONFIG=/design/flow/config.mk WORK_HOME=/design/flow/orfs finish
==> ./config.mk <==
export PLATFORM = sky130hd
export DESIGN_NAME = reg_file
export DESIGN_NICKNAME = reg_file
export VERILOG_FILES = /design/flow/design.v
export SDC_FILE = /design/flow/constraint.sdc
export NUM_CORES = 4
export LEC_CHECK = 1
export CORE_UTILIZATION = 40
==> ./constraint.sdc <==
current_design reg_file

set clk_period 11.9
set clk_io_pct 0.2

create_clock -name clk0 -period $clk_period [get_ports {clk}]

set non_clock_inputs [all_inputs -no_clocks]
set_input_delay [expr $clk_period * $clk_io_pct] -clock clk0 $non_clock_inputs
set_output_delay [expr $clk_period * $clk_io_pct] -clock clk0 [all_outputs]
==> run notes <==
run results: Top-area cell share 0.550, first-pass GRT wire length 285,000 µm, Synth Seq Share 0.550, biggest area cells edfxtp_1 (55%), mux2i_1 (18%), and2_1 (11%), a22oi_1 (2.6%), clkbuf_1 (2.1%), synthesized area per cell 12.0 µm², Worst Hold Class in2reg, Slew HR 0.423, DRT iter0 DRCs 2,646, cell count in the Yosys report 4,655, Netlist cell types 30, Non-Filler Instances 6,533, Worst setup SP type input pin, pwr dens 138 mW/mm², DR WL/cell 31.0 µm, peak supply drop 0.111 mV, vias per std cell 5.88, cts bufs inserted 112, Top reg by flops reg_file, Clock Path Buffers 3, Core ar. 0.138 mm², Synthesis Warnings 1, Max Fclk 0.116 GHz, post-route minimum period 8.59 ns, Placed Instances 6,328, tool warning count 26, Reg clk slew, reported paths 0.06 ns, Multiplexer share 0.185, clock sinks 1,024, crit-path cells clkdlybuf4s50_1, nor2_4, buf_4, buf_12, buf_4, a22o_1, nor3_1, a31oi_1, nand3_1, clkdlybuf4s50_1, Basic Gates by Area 0.162, xor/xnor share 0, Slew @ Worst Pin 0.863 ns, remaining antenna violation count 0, status completed, max-cap viol count 0, crit path buf inv count 5, Std-Cell Rows 136, adder and majority cell fraction of the synthesized area 0, post-CTS setup buffer count 0, final setup fails 0, Layout area overhead 11.6%, Yosys top cell by instances mux2i_1, max incr delay on CP 0.59 ns, Top-Level Pins 110, die height 376 µm, CTS tree yes, final hold violations 0, max-slew violations 0, Crit. End Element output pin, Cells after Synth 4,655, share of post-route cells with drive strength above 1 0.0905, Synth flops 1,024, WL final 203,000 µm, largest delay contributor family on the critical path buffers and inverters, all-layer global routing usage 0.306, cell taking the most area after synthesis edfxtp_1, DR DRC count 0, vias in the first global route 38.8k, number of flops mapped to enable cells by yosys 1,024, H-tree levels 3, Leak 24.0 nW, number of flip-flops in the largest register 1,024, CP max FO 69, fin crit share 0.722, YS chip area 0.0559 mm², DP HPWL 112,000 µm, Worst Path Required 9.52 ns, Worst Path Arrival 6.21 ns, full die area 0.141 mm², unrepaired setup endpoints after global routing no, biggest regs reg_file x1024, First-pass DRT Iterations 7, global route overflow 0, largest net degree at the start of global routing 91, Chip Width 376 µm, synthesized area 0.0559 mm², kind of critical path in2out, via total after detailed routing 38.4k, initial antenna violation count 10, cts repair resizes 0, CTS root buf clkbuf_16, GP Congestion 0.911, aoi share 0.0709, dominant kind of combinational cell multiplexers, cts hold-fix bufs 0, Floorplan Utilization 0.405, slowest CP cell clkdlybuf4s50_1, dominant register cell edfxtp_1, Setup TNS 0 ns, IO Port Bufs 109, synth cell count leaders mux2i_1 (1,028), edfxtp_1 (1,024), and2_1 (983), Async SR Flop Fraction 0
## cell type report
| cell class | count | area, µm² |
|---|---|---|
| antenna | 5 | 12.5 |
| clock buffer | 140 | 2910 |
| clock inverter | 60 | 385 |
| fill | 12200 | 75700 |
| multi-input combinational | 3183 | 23600 |
| sequential | 1024 | 30700 |
| tap | 1863 | 2330 |
| timing repair buffer | 258 | 2370 |
## cell usage in the layout, fill, tap and decap left out, types with 2 or more instances in the layout
| cell type | instances |
|---|---|
| buf_4 | 137 |
| or3b_2 | 2 |
| diode_2 | 5 |
| a22oi_1 | 192 |
| nor3_2 | 10 |
| a22o_1 | 128 |
| a21oi_1 | 194 |
| and2_2 | 43 |
| clkbuf_16 | 112 |
| nand3b_1 | 4 |
| mux2i_1 | 1028 |
| nand3_1 | 195 |
| buf_12 | 12 |
| edfxtp_1 | 1024 |
| and2_4 | 2 |
| nor2b_4 | 4 |
| clkdlybuf4s50_1 | 107 |
| bufinv_16 | 4 |
| mux2_2 | 3 |
| nor3_1 | 64 |
| clkinv_2 | 18 |
| a31oi_1 | 64 |
| or2_2 | 33 |
| nor2_4 | 23 |
| nand2_1 | 201 |
| and2_1 | 981 |
| clkinv_1 | 33 |
| clkbuf_1 | 28 |
| nand2b_2 | 4 |
| buf_8 | 2 |
| nand2_2 | 2 |
| inv_6 | 4 |
## tightest hold or removal path, delay by kind of cell
kind	cells	cell delay, ns
buf+inv	2	0.62
simple gates	1	0.17
## path summary, 6_finish.rpt
check | slack, ns | start | cells past startpoint | end
worst min-delay path | 2.60 | reg_write_data[20] | 3 | reg_file[24][20]
worst max-delay path | 3.31 | rs_add[0] | 10 | rs_data[28]
## power by group
part | total (mW) | internal, mW | switching (mW)
clock network | 3.24 | 1.80 | 1.44
registers | 4.27 | 4.17 | 0.0971
logic | 1.10 | 0.386 | 0.712
total | 8.61 | 6.36 | 2.25
## metal layers
layer / vias to the layer above / global-route usage / part of all wire
met5: - / 0.0120 / 0.0013
met4: 14 / 0.111 / 0.045
met3: 509 / 0.197 / 0.16
met2: 2362 / 0.436 / 0.44
met1: 18600 / 0.384 / 0.36
li1: 16900 / - / -
## stage by stage
step / area (µm²) / total power, mW / worst slack (ns) / utilization / hold slack [ns]
2_1_floorplan: 55900 / 4.93 / 5.68 / - / 2.58
3_3_place_gp: 59000 / 5.42 / 3.50 / 0.428 / 3.34
3_5_place_dp: 59000 / 5.42 / 3.50 / 0.428 / 3.34
4_1_cts: 62300 / 8.63 / 3.47 / 0.452 / 2.56
5_1_grt: 62300 / 8.86 / 3.29 / 0.452 / 2.60
6_report: 62300 / 8.61 / 3.31 / 0.452 / 2.60
## kinds of logic after synthesis
kind of cell,after synthesis
buffers and inverters,448
multiplexers,1031
AND/OR/NAND/NOR,1571
AND-OR/OR-AND,581
flip-flops,1024
Power and IR drop assume default switching activity.
